$ cat flow/design.v
`timescale 1ns / 1ps
module baugh_wooley(mult,a,b,clk,rst);
input clk, rst;
input [7:0] a;
input [5:0] b;
output [13:0] mult;
wire [7:0] x;  
wire [5:0] y;
wire [13:0] prod;  
wire [7:0] w1,w2,w3,w4,w5,w6;  
wire [7:0] h1, h2, h3, h4, h5;  
wire [6:0] f1,f2,f3,f4,f5;  
wire [7:0] c1, c2, c3, c4, c5, c6;  
wire [6:0] fc1,fc2,fc3,fc4,fc5,fc6;  
reg8 r1(x,a,clk,rst);  
reg6 r2(y,b,clk,rst);
assign prod[0] = x[0] & y[0];
assign w1[0] = x[1] & y[0];  
assign w1[1] = x[2] & y[0];
assign w1[2] = x[3] & y[0];
assign w1[3] = x[4] & y[0];
assign w1[4] = x[5] & y[0];
assign w1[5] = x[6] & y[0];
assign w1[6] = ~(x[7] & y[0]);
assign w2[0] = x[0] & y[1];  
assign w2[1] = x[1] & y[1];
assign w2[2] = x[2] & y[1];
assign w2[3] = x[3] & y[1];
assign w2[4] = x[4] & y[1];
assign w2[5] = x[5] & y[1];
assign w2[6] = x[6] & y[1];
assign w2[7] = ~(x[7] & y[1]);
assign w3[0] = x[0] & y[2];  
assign w3[1] = x[1] & y[2];
assign w3[2] = x[2] & y[2];
assign w3[3] = x[3] & y[2];
assign w3[4] = x[4] & y[2];
assign w3[5] = x[5] & y[2];
assign w3[6] = x[6] & y[2];
assign w3[7] = ~(x[7] & y[2]);
HA a1(prod[1],c1[0],w1[0],w2[0]);  
FA a2(f1[0],fc1[0],w1[1],w2[1],w3[0]);
FA a3(f1[1],fc1[1],w1[2],w2[2],w3[1]);
FA a4(f1[2],fc1[2],w1[3],w2[3],w3[2]);
FA a5(f1[3],fc1[3],w1[4],w2[4],w3[3]);
FA a6(f1[4],fc1[4],w1[5],w2[5],w3[4]);
FA a7(f1[5],fc1[5],w1[6],w2[6],w3[5]);
HA a8(h1[0],c1[1],w2[7],w3[6]);
assign w4[0] = x[0] & y[3];  
assign w4[1] = x[1] & y[3];
assign w4[2] = x[2] & y[3];
assign w4[3] = x[3] & y[3];
assign w4[4] = x[4] & y[3];
assign w4[5] = x[5] & y[3];
assign w4[6] = x[6] & y[3];
assign w4[7] = ~(x[7] & y[3]);
HA b1(prod[2],c2[0],f1[0], c1[0]);  
FA b2(f2[0],fc2[0],f1[1],fc1[0],w4[0]);
FA b3(f2[1],fc2[1],f1[2],fc1[1],w4[1]);
FA b4(f2[2],fc2[2],f1[3],fc1[2],w4[2]);
FA b5(f2[3],fc2[3],f1[4],fc1[3],w4[3]);
FA b6(f2[4],fc2[4],f1[5],fc1[4],w4[4]);
FA b7(f2[5],fc2[5],h1[0],fc1[5],w4[5]);
FA b8(f2[6],fc2[6],w3[7],w4[6],c1[1]);
assign w5[0] = x[0] & y[4];  
assign w5[1] = x[1] & y[4];
assign w5[2] = x[2] & y[4];
assign w5[3] = x[3] & y[4];
assign w5[4] = x[4] & y[4];
assign w5[5] = x[5] & y[4];
assign w5[6] = x[6] & y[4];
assign w5[7] = ~(x[7] & y[4]);
HA ac1(prod[3],c3[0],f2[0], c2[0]);  
FA ac2(f3[0],fc3[0],f2[1],fc2[0],w5[0]);
FA ac3(f3[1],fc3[1],f2[2],fc2[1],w5[1]);
FA ac4(f3[2],fc3[2],f2[3],fc2[2],w5[2]);
FA ac5(f3[3],fc3[3],f2[4],fc2[3],w5[3]);
FA ac6(f3[4],fc3[4],f2[5],fc2[4],w5[4]);
FA ac7(f3[5],fc3[5],f2[6],fc2[5],w5[5]);
FA ac8(f3[6],fc3[6],w4[7],w5[6],fc2[6]);
assign w6[0] = ~(x[0] & y[5]);  
assign w6[1] = ~(x[1] & y[5]);
assign w6[2] = ~(x[2] & y[5]);
assign w6[3] = ~(x[3] & y[5]);
assign w6[4] = ~(x[4] & y[5]);
assign w6[5] = ~(x[5] & y[5]);
assign w6[6] = ~(x[6] & y[5]);
assign w6[7] = x[7] & y[5];
HA d1(prod[4],c4[0],f3[0], c3[0]);  
FA d2(f4[0],fc4[0],f3[1],fc3[0],w6[0]);
FA d3(f4[1],fc4[1],f3[2],fc3[1],w6[1]);
FA d4(f4[2],fc4[2],f3[3],fc3[2],w6[2]);
FA d5(f4[3],fc4[3],f3[4],fc3[3],w6[3]);
FA d6(f4[4],fc4[4],f3[5],fc3[4],w6[4]);
FA d7(f4[5],fc4[5],f3[6],fc3[5],w6[5]);
FA d8(f4[6],fc4[6],w5[7],w6[6],fc3[6]);
FA e1(prod[5],fc5[0], 1'b1, f4[0], c4[0]);  
HA e2(h5[0],c5[0], f4[1] ,fc4[0]);
FA e3(f5[1] ,fc5[1] ,1'b1 ,f4[2] ,fc4[1]);
HA e4(h5[1],c5[1], f4[3] ,fc4[2]);
HA e5(h5[2],c5[2], f4[4] ,fc4[3]);
HA e6(h5[3],c5[3], f4[5] ,fc4[4]);
HA e7(h5[4],c5[4], f4[6] ,fc4[5]);
HA e8(h5[5],c5[5], w6[7] ,fc4[6]);
HA af1(prod[6], c6[0], fc5[0], h5[0]);
FA af2(prod[7], fc6[0], f5[1], c5[0], c6[0]);
FA af3(prod[8], fc6[1], h5[1], fc5[1], fc6[0]);
FA af4(prod[9], fc6[2], h5[2], c5[1], fc6[1]);
FA af5(prod[10], fc6[3], h5[3], c5[2], fc6[2]);
FA af6(prod[11], fc6[4], h5[4], c5[3], fc6[3]);
FA af7(prod[12], fc6[5], h5[5], c5[4], fc6[4]);
FA af8(prod[13], fc6[6], 1'b1, c5[5], fc6[5]);
reg14 r3(mult,prod,clk,rst);  
endmodule
module HA(s,c,a,b);
input a,b;
output s,c;
assign s = a^b;
assign c = a&b;
endmodule
module FA(sum,car,a,b,c);
input a,b,c;
output sum,car;
assign sum = (a^b^c);
assign car = ((a&b)|(b&c)|(c&a));
endmodule
module d_ff(q,d,clk,rst);
input d,clk,rst;
output reg q;
always @(posedge clk)
begin
 if(rst==1'b1)
  q <= 1'b0;
 else
  q <= d;
end
endmodule
module reg8(out,in,clk,rst);
input [7:0] in;
input clk, rst;
output [7:0] out;
d_ff a0(out[0],in[0],clk,rst);
d_ff a1(out[1],in[1],clk,rst);
d_ff a2(out[2],in[2],clk,rst);
d_ff a3(out[3],in[3],clk,rst);
d_ff a4(out[4],in[4],clk,rst);
d_ff a5(out[5],in[5],clk,rst);
d_ff a6(out[6],in[6],clk,rst);
d_ff a7(out[7],in[7],clk,rst);
endmodule
module reg6(out,in,clk,rst);
input [5:0] in;
input clk, rst;
output [5:0] out;
d_ff a0(out[0],in[0],clk,rst);
d_ff a1(out[1],in[1],clk,rst);
d_ff a2(out[2],in[2],clk,rst);
d_ff a3(out[3],in[3],clk,rst);
d_ff a4(out[4],in[4],clk,rst);
d_ff a5(out[5],in[5],clk,rst);
endmodule
module reg14(out,in,clk,rst);
input [13:0] in;
input clk, rst;
output [13:0] out;
d_ff a0(out[0],in[0],clk,rst);
d_ff a1(out[1],in[1],clk,rst);
d_ff a2(out[2],in[2],clk,rst);
d_ff a3(out[3],in[3],clk,rst);
d_ff a4(out[4],in[4],clk,rst);
d_ff a5(out[5],in[5],clk,rst);
d_ff a6(out[6],in[6],clk,rst);
d_ff a7(out[7],in[7],clk,rst);
d_ff a8(out[8],in[8],clk,rst);
d_ff a9(out[9],in[9],clk,rst);
d_ff a10(out[10],in[10],clk,rst);
d_ff a11(out[11],in[11],clk,rst);
d_ff a12(out[12],in[12],clk,rst);
d_ff a13(out[13],in[13],clk,rst);
endmodule
$ cat flow/run.sh
#!/bin/bash
# OpenROAD 26Q1-2900-gdf79404cd8, Yosys 0.63+post, stock flow scripts
make -C /OpenROAD-flow-scripts/flow DESIGN_CONFIG=/design/flow/config.mk WORK_HOME=/design/flow/orfs finish
$ cat flow/config.mk
export PLATFORM = sky130hd
export DESIGN_NAME = baugh_wooley
export DESIGN_NICKNAME = baugh_wooley
export VERILOG_FILES = /design/flow/design.v
export SDC_FILE = /design/flow/constraint.sdc
export NUM_CORES = 4
export LEC_CHECK = 1
export CORE_UTILIZATION = 50
$ cat flow/constraint.sdc
current_design baugh_wooley

set clk_period 7.0
set clk_io_pct 0.2

create_clock -name clk0 -period $clk_period [get_ports {clk}]

set non_clock_inputs [all_inputs -no_clocks]
set_input_delay [expr $clk_period * $clk_io_pct] -clock clk0 $non_clock_inputs
set_output_delay [expr $clk_period * $clk_io_pct] -clock clk0 [all_outputs]
==> run_results.csv <==
group,metric,value,unit
critical_path,worstPathCellList,"and2_1, fa_1, fa_1, fa_1, inv_1, fa_1, inv_1, ha_1, ha_1, fa_1, inv_1, fa_1, fa_1, fa_1, fa_1, fa_1, xnor2_1, nor2_1",
cts,h-tree-depth,1,
power,switching_share,27.16,%
critical_path,cp_common_cell,"fa_1",
grt,overflow,0,
critical_path,crit_family,"adder cells",
sta,grt_setup_unrepaired,"no",
sta,holdWs,0.5491,ns
power,power.leakage,1.156,nW
synthesis,yosys.area.top_type,"fa_1",
routing,drt-total-wl,2769,µm
critical_path,crit_type,"register to register",
synthesis,postSynthCellCount,210,
synthesis,ff_type,"dfxtp_1",
final_layout,fin_util,60.04,%
critical_path,r2r-end,"r3.a13.q",
critical_path,r2r_slack,1.37,ns
final_layout,area_growth,12.25,%
sta,clock.fmax,177.6,MHz
cts,cts_hold_buf,0,
cts,clock_sinks,28,
sta,fin_ws,1.369,ns
sta,slew_headroom,75.20,%
power,powerDensity,186.1,nW/µm²
run,drv_cap,0,
worst_hold_path,holdPathStages,2,
sta,finalSetupTns,0,ns
routing,wl_per_cell,9.996,µm
critical_path,critPathRequiredTime,7.16,ns
routing,num_antenna_cells,0,
final_layout,fin_area,2454,µm²
final_layout,drive_above_1_share,7.489,%
grt,grt_max_degree,29,
floorplan,chip_area,4640,µm²
critical_path,reg2reg_depth,18,
place,port_buffers,29,
floorplan,coreArea,4086,µm²
synthesis,synth_warnings,1,
power,ir_drop,0.09267,mV
grt,antenna_found_initial,0,
synthesis,ys_async_sr_fraction,0,%
critical_path,critPathMaxFanout,8,
worst_hold_path,min_from,"r2.a0.q",
cts,path_clk_slew,0.09,ns
run,log.warning_count,25,
routing,firstDrtPassIters,4,
floorplan,row_count,23,
synthesis,top_area_share,30.22,%
sta,period_used_share,80.44,%
place,dpl-instance-area,2399,µm²
place,gp_congestion,0.8037,
sta,fin_crit,5.631,ns
cts,cts_tree,"done",
worst_hold_path,hold_path_class,"register to register",
floorplan,die_y,68.12,µm
critical_path,slowest_stage,"fa_1",
synthesis,synthTopCellsByCount,"inv_1 (41), and2_1 (36), fa_1 (33)",
grt,grt_first_pass_wirelength,5064,µm
synthesis,avgSynthCellArea,10.41,µm²
synthesis,synth_flop_count,28,
critical_path,cp_slowest_stage_delay,0.56,ns
routing,first_iter_violations,31,
synthesis,ys_area,2186,µm²
cts,clock_path_buffers,2,
grt,grt_usage,15.45,%
routing,vias_per_cell,4.318,
critical_path,path_buffers,3,
critical_path,critPathLaunchType,"register",
power,combinationalPowerShare,36.2,%
grt,grt_pass1_vias,1167,
power,pwr-share-clk,21.1,%
sta,slew_violations,0,
synthesis,synth-edff-count,0,
place,dpl_worst_slack,1.359,ns
routing,route.vias.total,1196,
cts,clock_tree.root_cell,"clkbuf_8",
synthesis,postSynthSeqShare,25.64,%
power,p_int,0.0003327,W
cts,clk_latency,0.27,ns
power,power_frac_seq,42.7,%
routing,ant_nets,0,
cts,cts_resized,0,
floorplan,io_pins,30,
sta,skew,0.004252,ns
synthesis,syn_area,2186,µm²
sta,worst_pin_slew,0.3721,ns
cts,cts_buffers,3,
synthesis,ys_top_cells_by_area,"fa_1 (30%), dfxtp_1 (26%), and2_1 (10%), ha_1 (8.0%), inv_1 (7.0%)",
worst_hold_path,hold_path_end,"r3.a0.q",
synthesis,yosysUniqueCellTypes,15,
synthesis,yosysCellCount,210,
place,dpl.hpwl,2334,µm
critical_path,timing.rr.start,"r2.a0.q",
cts,postCtsSetupRepairBufs,0,
sta,hold_viol,0,
critical_path,critPathArrivalTime,5.79,ns
power,p_switching,0.0001240,W
sta,setup_violations,0,
floorplan,initial_core_util,53.49,%
critical_path,worstSetupEndpointType,"register",
run_status,status,"finished clean",
floorplan,dieWidth,68.12,µm
synthesis,top_cell,"inv_1",
routing,drc,0,
through the flow:
step / std cells / total power (W)
2_1_floorplan: 210 / 0.0003288
3_3_place_gp: 273 / 0.0003667
3_5_place_dp: 273 / 0.0003694
4_1_cts: 277 / 0.0004682
5_1_grt: 277 / 0.0005124
6_report: 277 / 0.0004567
worst max-delay path by stage:
stage | from | endpoint | slack (ns) | depth (start not counted)
4_1_cts | r2.a0.q | r3.a13.q | 1.35 | 18
5_1_grt | r2.a0.q | r3.a13.q | 1.08 | 18
6_report | r2.a0.q | r3.a13.q | 1.37 | 18
cells by family (layout without fill, tap and decap cells):
group,count (synthesis),count (layout),synth area share [%]
AND/OR/NAND/NOR,76,76,21.92
buffers and inverters,58,75,13.80
adder cells (fa/ha/maj),47,47,38.24
flip-flops,28,28,25.64
XOR/XNOR,1,1,0.4008
worst reg2reg max path: stages (launching register included):
cell	delay (ns)
dfxtp_1	0.38
and2_1	0.20
fa_1	0.56
fa_1	0.45
fa_1	0.54
inv_1	0.05
fa_1	0.52
inv_1	0.04
ha_1	0.27
ha_1	0.16
fa_1	0.17
inv_1	0.05
fa_1	0.37
fa_1	0.38
fa_1	0.38
fa_1	0.39
fa_1	0.38
xnor2_1	0.18
nor2_1	0.05
cells in the final DEF, fill, tap and decap left out:
cell / instances
dfxtp_1: 28
inv_1: 41
nor2_1: 8
xnor2_1: 1
and2b_1: 3
nor2b_4: 4
buf_4: 1
fa_1: 33
clkbuf_8: 4
clkdlybuf4s50_1: 29
ha_1: 14
nor2b_2: 8
nor2b_1: 5
and2_1: 36
nand2_1: 12
layout make-up:
class	instances	area, µm²
sequential	28	560.5
clock buffer	4	55.05
fill	333	1633
tap	50	62.56
inverter	41	153.9
multi-input combinational	124	1324
timing repair buffer	30	297.8
layer usage:
metal  up-vias  global-route usage, %  part of all wire, %
li1        621                      -                    -
met1       532                  24.69                   49
met2        41                  23.28                   42
met3         2                  4.392                  7.9
met4         0                  1.302                 0.87
met5         -                      0                    0
power groups by stage:
| stage | clock, W | combinational, W | sequential (W) |
|---|---|---|---|
| after CTS | 0.000102 | 0.000171 | 0.000196 |
| after global routing | 0.000110 | 0.000203 | 0.000200 |
| final | 0.0000963 | 0.000165 | 0.000195 |
No activity file was given, so power comes from the tool's default toggle rates.
